==> flow/config.mk <==
export PLATFORM = sky130hd
export DESIGN_NAME = RS_Branch
export DESIGN_NICKNAME = RS_Branch
export VERILOG_FILES = /design/flow/design.v
export SDC_FILE = /design/flow/constraint.sdc
export NUM_CORES = 4
export LEC_CHECK = 1
export CORE_UTILIZATION = 40
export SYNTH_MEMORY_MAX_BITS = 65536
==> flow/constraint.sdc <==
current_design RS_Branch

set clk_period 96.9
set clk_io_pct 0.2

create_clock -name clk0 -period $clk_period [get_ports {clk}]

set non_clock_inputs [all_inputs -no_clocks]
set_input_delay [expr $clk_period * $clk_io_pct] -clock clk0 $non_clock_inputs
set_output_delay [expr $clk_period * $clk_io_pct] -clock clk0 [all_outputs]
==> flow/design.v <==
module RS_Branch (                                              
    input wire clk,
    input wire reset,
    input wire start,
    input wire [31:0] RS_BR_inst_num,
    input wire [31:0] PC,
    input wire [7:0] Rd,
    input wire Jump,
    input wire Branch,
    input wire [2:0] funct3,
    input wire [31:0] immediate,
    input wire EX_MEM_MemRead,
    input wire [7:0] EX_MEM_Physical_Address,
    input wire [7:0] operand1,
    input wire [7:0] operand2,
    input wire [1:0] valid,
    input wire [7:0] ALU_result_dest,
    input wire ALU_result_valid,
    input wire [7:0] MUL_result_dest,
    input wire MUL_result_valid,
    input wire [7:0] DIV_result_dest,
    input wire DIV_result_valid,
    input wire RS_BR_IF_ID_taken,
    input wire RS_BR_IF_ID_hit,
    input wire Predict_Result,
    input wire [7:0] BR_Phy,
    input wire BR_Done,
    input wire [7:0] P_Phy,
    input wire P_Done,
    input wire [7:0] CSR_Phy,
    input wire CSR_Done,
    input wire exception_sig,
    input wire mret_sig,
    output reg RS_BR_Branch,
    output reg RS_BR_Jump,
    output reg RS_BR_Hit,
    output reg RS_BR_taken,
    output reg [7:0] RS_BR_Phy,
    output reg [31:0] RS_BR_inst_num_output,
    output reg [2:0] RS_BR_funct3,
    output reg [31:0] immediate_BR,
    output reg [31:0] PC_BR,
    output reg [7:0] Operand1_BR_phy,
    output reg [7:0] Operand2_BR_phy
);
    reg [31:0] inst_nums[0:63];
    reg [31:0] PCs [0:63];
    reg [7:0] Rds [0:63];
    reg [63:0] Jumps;
    reg [63:0] Branchs;
    reg [2:0] funct3s [0:63];
    reg [31:0] immediates [0:63];
    reg [7:0] operand1s [0:63];
    reg [7:0] operand2s [0:63];
    reg [31:0] operand1_datas [0:63];   
    reg [31:0] operand2_datas [0:63];  
    reg [63:0] valid_entries1;   
    reg [63:0] valid_entries2;  
    reg [63:0] takens;
    reg [63:0] hits;
    reg [6:0] tail;
    reg [6:0] head;
       integer i;
    integer j;
    integer k;
    integer l;
    integer m;
    integer n;
    integer o;
   (* keep = "true" *)wire operand1_ALU_conflict = ((operand1 == ALU_result_dest)&&ALU_result_valid);
  (* keep = "true" *)wire operand1_MUL_conflict = ((operand1 == MUL_result_dest)&&MUL_result_valid);
  (* keep = "true" *)wire operand1_DIV_conflict = ((operand1 == DIV_result_dest)&&DIV_result_valid);
  (* keep = "true" *)wire operand1_MEM_conflict = ((operand1 == EX_MEM_Physical_Address && EX_MEM_MemRead == 1));
  (* keep = "true" *)wire operand1_BR_conflict = ((operand1 == BR_Phy)&&BR_Done);
  (* keep = "true" *)wire operand1_P_conflict = ((operand1 == P_Phy)&&P_Done);
  (* keep = "true" *)wire operand1_CSR_conflict = ((operand1 == CSR_Phy)&&CSR_Done);
  (* keep = "true" *)wire operand1_conflict = operand1_ALU_conflict || operand1_MUL_conflict || operand1_DIV_conflict || operand1_MEM_conflict || operand1_BR_conflict || operand1_P_conflict || operand1_CSR_conflict;
   (* keep = "true" *)wire operand2_ALU_conflict = ((operand2 == ALU_result_dest)&&ALU_result_valid);
  (* keep = "true" *)wire operand2_MUL_conflict = ((operand2 == MUL_result_dest)&&MUL_result_valid);
  (* keep = "true" *)wire operand2_DIV_conflict = ((operand2 == DIV_result_dest)&&DIV_result_valid);
  (* keep = "true" *)wire operand2_MEM_conflict = (operand2 == EX_MEM_Physical_Address && EX_MEM_MemRead == 1);
   (* keep = "true" *)wire operand2_BR_conflict = ((operand2 == BR_Phy)&&BR_Done);
   (* keep = "true" *)wire operand2_P_conflict = ((operand2 == P_Phy)&&P_Done);
  (* keep = "true" *)wire operand2_CSR_conflict = ((operand2 == CSR_Phy)&&CSR_Done);
  (* keep = "true" *)wire operand2_conflict = operand2_ALU_conflict || operand2_MUL_conflict || operand2_DIV_conflict || operand2_MEM_conflict || operand2_BR_conflict || operand2_P_conflict || operand2_CSR_conflict;
    always @(posedge clk) begin     
        if (reset|exception_sig|mret_sig) begin
            tail <= 0;
            head <=0;
            for (i = 0; i < 64; i = i + 1) begin
                inst_nums[i] <=0;
                PCs[i] <= 0;
                Rds[i] <= 0;
                Jumps[i] <= 0;
                Branchs[i] <= 0;
                funct3s[i] <= 0;
                immediates[i] <=0;
                operand1s[i] <= 0;
                operand2s[i] <= 0;
                valid_entries1[i] <= 1'b0; 
                valid_entries2[i] <= 1'b0; 
                takens[i] <= 1'b0;
                hits[i] <= 1'b0;
                RS_BR_Branch <= 0;
            RS_BR_Jump <= 0;
            RS_BR_Hit <= 0;
            RS_BR_taken <= 0;
            RS_BR_Phy <= 0;
            RS_BR_inst_num_output <=0;
            RS_BR_funct3 <= 0;
            immediate_BR <= 0;
            PC_BR <= 0;
            Operand1_BR_phy<=0;
            Operand2_BR_phy<=0;
            end
            end else if (Predict_Result) begin
            tail <= 0;
            head <=0;
            for (i = 0; i < 64; i = i + 1) begin
                inst_nums[i] <=0;
                PCs[i] <= 0;
                Rds[i] <= 0;
                Jumps[i] <= 0;
                Branchs[i] <= 0;
                funct3s[i] <= 0;
                immediates[i] <=0;
                operand1s[i] <= 0;
                operand2s[i] <= 0;
                valid_entries1[i] <= 1'b0; 
                valid_entries2[i] <= 1'b0; 
                takens[i] <= 1'b0;
                hits[i] <= 1'b0;
                RS_BR_Branch <= 0;
            RS_BR_Jump <= 0;
            RS_BR_Hit <= 0;
            RS_BR_taken <= 0;
            RS_BR_Phy <= 0;
            RS_BR_inst_num_output <=0;
            RS_BR_funct3 <= 0;
            immediate_BR <= 0;
            PC_BR <= 0;
            Operand1_BR_phy<=0;
            Operand2_BR_phy<=0;
            end
        end else begin
        if(start) begin
            if ((operand1_conflict == 1'b1) && (operand2_conflict == 1'b0)) begin   
                inst_nums[tail] <= RS_BR_inst_num;
                PCs[tail] <= PC;
                Rds[tail] <= Rd;
                Jumps[tail] <= Jump;
                Branchs[tail] <= Branch;
                funct3s[tail] <= funct3;
                immediates[tail] <= immediate;
                operand1s[tail] <= operand1;
                operand2s[tail] <= operand2;
                takens[tail] <= RS_BR_IF_ID_taken;
                hits[tail] <= RS_BR_IF_ID_hit;
                valid_entries1[tail] <= 1;
                valid_entries2[tail] <= valid[1];
                tail <= (tail + 1) % 64;
            end else if ((operand1_conflict == 1'b0) && (operand2_conflict == 1'b1)) begin 
                inst_nums[tail] <= RS_BR_inst_num;
                PCs[tail] <= PC;
                Rds[tail] <= Rd;
                Jumps[tail] <= Jump;
                Branchs[tail] <= Branch;
                funct3s[tail] <= funct3;
                immediates[tail] <= immediate;
                operand1s[tail] <= operand1;
                operand2s[tail] <= operand2;
                takens[tail] <= RS_BR_IF_ID_taken;
                hits[tail] <= RS_BR_IF_ID_hit;
                valid_entries1[tail] <= valid[0];
                valid_entries2[tail] <= 1; 
                takens[i] <= RS_BR_IF_ID_taken;
                tail <= (tail + 1) % 64;  
            end else if ((operand1_conflict == 1'b1) && (operand2_conflict == 1'b1)) begin 
                inst_nums[tail] <= RS_BR_inst_num;
                PCs[tail] <= PC;
                Rds[tail] <= Rd;
                Jumps[tail] <= Jump;
                Branchs[tail] <= Branch;
                funct3s[tail] <= funct3;
                immediates[tail] <= immediate;
                operand1s[tail] <= operand1;
                operand2s[tail] <= operand2;
                takens[tail] <= RS_BR_IF_ID_taken;
                hits[tail] <= RS_BR_IF_ID_hit;
                valid_entries1[tail] <= 1;
                valid_entries2[tail] <= 1; 
                takens[i] <= RS_BR_IF_ID_taken;
                tail <= (tail + 1) % 64;  
            end else begin
                inst_nums[tail] <= RS_BR_inst_num;
                PCs[tail] <= PC;
                Rds[tail] <= Rd;
                Jumps[tail] <= Jump;
                Branchs[tail] <= Branch;
                funct3s[tail] <= funct3;
                immediates[tail] <= immediate;
                operand1s[tail] <= operand1;
                operand2s[tail] <= operand2;
                takens[tail] <= RS_BR_IF_ID_taken;
                hits[tail] <= RS_BR_IF_ID_hit;
                valid_entries1[tail] <= valid[0];
                valid_entries2[tail] <= valid[1]; 
                tail <= (tail + 1) % 64;
             end 
             end
                     if (valid_entries1[head] && valid_entries2[head]) begin        
            RS_BR_Branch <= Branchs [head];
            RS_BR_Jump <= Jumps[head];
            RS_BR_Hit <= hits[head];
            RS_BR_taken <= takens[head];
            RS_BR_Phy <= Rds[head];
            RS_BR_inst_num_output <= inst_nums[head];
            RS_BR_funct3 <= funct3s[head];
            immediate_BR <= immediates[head];
            PC_BR <= PCs[head];
            Operand1_BR_phy <= operand1s[head];
            Operand2_BR_phy <= operand2s[head];
            valid_entries1[head] <= 0;             
            valid_entries2[head] <= 0;
            operand1s[head] <= 0;
            operand2s[head] <= 0;
            head <= (head + 1) % 64;                  
        end else  begin
        RS_BR_Branch <= 0;
            RS_BR_Jump <= 0;
            RS_BR_Hit <= 0;
            RS_BR_taken <= 0;
            RS_BR_Phy <= 0;
            RS_BR_inst_num_output <=0;
            RS_BR_funct3 <= 0;
            immediate_BR <= 0;
            PC_BR <= 0;
            Operand1_BR_phy <= 0;
            Operand2_BR_phy <= 0;
         end
            end
            if (ALU_result_valid) begin                  
                for (i = 0; i < 64; i = i + 1) begin
                    if (!valid_entries1[i] && operand1s[i] == ALU_result_dest) begin
                        valid_entries1[i] <= 1;
                    end
                    if (!valid_entries2[i] && operand2s[i] == ALU_result_dest) begin
                        valid_entries2[i] <= 1;
                    end
                end
            end
            if (MUL_result_valid) begin                      
                for (j = 0; j < 64; j = j + 1) begin
                    if (!valid_entries1[j] && operand1s[j] == MUL_result_dest) begin
                        valid_entries1[j] <= 1;
                    end
                    if (!valid_entries2[j] && operand2s[j] == MUL_result_dest) begin
                        valid_entries2[j] <= 1;
                    end
                end
            end
            if (DIV_result_valid) begin          
                for (k = 0; k < 64; k = k + 1) begin
                    if (!valid_entries1[k] && operand1s[k] == DIV_result_dest) begin
                        valid_entries1[k] <= 1;
                    end
                    if (!valid_entries2[k] && operand2s[k] == DIV_result_dest) begin
                        valid_entries2[k] <= 1;
                    end
                end
            end
           if (EX_MEM_MemRead) begin                 
           for (l = 0; l < 64; l = l + 1) begin
                    if (!valid_entries1[l] && operand1s[l] == EX_MEM_Physical_Address) begin
                        valid_entries1[l] <= 1;
                    end
                    if (!valid_entries2[l] && operand2s[l] == EX_MEM_Physical_Address) begin
                        valid_entries2[l] <= 1;
                    end
                end     
            end
           if (BR_Done) begin                 
           for (m = 0; m < 64; m = m + 1) begin
                    if (!valid_entries1[m] && operand1s[m] == BR_Phy) begin
                        valid_entries1[m] <= 1;
                    end
                    if (!valid_entries2[m] && operand2s[m] ==  BR_Phy) begin
                        valid_entries2[m] <= 1;
                    end
                end     
            end
            if (P_Done) begin                  
                for (n = 0; n < 64; n = n + 1) begin
                    if (!valid_entries1[n] && operand1s[n] == P_Phy) begin
                        valid_entries1[n] <= 1;
                    end
                    if (!valid_entries2[n] && operand2s[n] == P_Phy) begin
                        valid_entries2[n] <= 1;
                    end
                end
            end
            if (CSR_Done) begin                  
                for (o = 0; o < 64; o = o + 1) begin
                    if (!valid_entries1[o] && operand1s[o] == CSR_Phy) begin
                        valid_entries1[o] <= 1;
                    end
                    if (!valid_entries2[o] && operand2s[o] == CSR_Phy) begin
                        valid_entries2[o] <= 1;
                    end
                end
            end
end
endmodule
==> flow/run.sh <==
#!/bin/bash
# OpenROAD 26Q1-2900-gdf79404cd8, Yosys 0.63+post, stock flow scripts
make -C /OpenROAD-flow-scripts/flow DESIGN_CONFIG=/design/flow/config.mk WORK_HOME=/design/flow/orfs finish
==> flow_metrics.tcl <==
# yosys + openroad results
set metrics [dict create \
    cts_max_level 6 \
    syn_inst 40000 \
    cts_tree "done" \
    required_ns 97.64 \
    ys.flop_type "edfxtp_1" \
    first_pass_iters 13 \
    ctsHoldBuffers 0 \
    cts-root-buf "clkbuf_16" \
    skew_ns 0.131 \
    synth_cell_type_count 90 \
    fin_setup_tns_ns 0 \
    clk_pin_slew_worst_paths_ns 0.06 \
    cts.sinks 8395 \
    crit_chain "clkdlybuf4s50_1, nor4_2, buf_4, and3_1, nand2_1, buf_4, nor2_4, buf_4, nor2_2, inv_8, buf_4, buf_4, buf_4" \
    cp.arrival_ns 25.86 \
    rsz0062_at_grt "false" \
    wl_per_cell_um 41.2 \
    lay_top_count "edfxtp_1" \
    placed_area_um2 467000 \
    leakage_nw 188 \
    worstPathMaxFanout 29 \
    setup_viol 0 \
    r2r_cells 14 \
    die_w_um 1060 \
    maxCapViolCount 2 \
    num_vias 353000 \
    antenna_found_initial 206 \
    async_flop_share_pct 0 \
    post_cts_resized 0 \
    drc 0 \
    fin_area_um2 497000 \
    crit_type "input port to flop" \
    p_per_area_nw_per_um2 16.0 \
    ys_ff 8395 \
    grt_pass1_vias 340000 \
    path_buffers 8 \
    vdd_ir_drop_max_mv 0.0180 \
    die_h_um 1060 \
    crit_family "buffers and inverters" \
    r2r-start "head[2]" \
    hold_viol 0 \
    fp_util_pct 40.1 \
    regArea_um2 237000 \
    largest_area_cell "edfxtp_1" \
    worst-r2r-setup-slack_ns 88.60 \
    core_area_um2 1120000 \
    final_cell_mix "edfxtp_1, and2_1, xnor2_1, xor2_1, a22oi_1" \
    port_buffers 324 \
    area_growth_pct 10.9 \
    io_pins 325 \
    hold_path_class "flop to flop" \
    clock_latency_ns 1.25 \
    rr_endpoint "RS_BR_Phy[5]" \
    area_leaders "edfxtp_1, and2_1, xnor2_1" \
    ys_cells 40000 \
    p_total_w 0.00797 \
    max_clock_freq_mhz 39.8 \
    slowest_stage "nor4_2" \
    nFillCells 98500 \
    log.warning_count 45 \
    syn_area_per_cell_um2 11.2 \
    rows 388 \
    max-slew-margin-rel_pct -3.64 \
    grt_max_degree 159 \
    ys_chip_area_um2 448000 \
    worst_pin_slew_ns 1.54 \
    comb_area_um2 192000 \
    period_used_pct 25.9 \
    drt_wl_total_um 2220000 \
    postSynthSeqShare_pct 52.9 \
    initialDrtViolationCount 41200 \
    place.gp.congestion 1.09 \
    cp_common_cell "buf_4" \
    violations "max-capacitance violations, max-slew violations" \
    cts_buffer_depth 5 \
    min_from "hits[42]" \
    startpoint_type "input port" \
    cts_buffers 905 \
    slew_violations 2 \
    viasPerCell 6.54 \
    drive_above_1_share_pct 9.60 \
    dp_hpwl_um 1370000 \
    die_area_um2 1120000 \
    status "finished, violations left" \
    grt_pass1_wl_um 2980000 \
    top_area_share_pct 45.9 \
    synth-edff-count 6848 \
    endpoint_kind "flop" \
    cpPeakStageDelay_ns 1.03 \
    final.min_clock_period_ns 25.12 \
    grt_util_all_layers_pct 41.0 \
    min_path_cells 2 \
    cts_setup_buffers 0 \
    whs_endpoint "hits[42]" \
    cp.depth 13 \
    yosys_warnings 1 \
    overflow 0 \
    postRouteAntennaNets 0 \
    netlist_area_um2 448000 \
]
[logic make-up (layout without fill, tap and decap cells)]
group	count (synthesis)	in the layout	share of synthesized area [%]
AOI/OAI and AO/OA	6901	6901	11.7
and+or+nand+nor	12100	12100	16.4
buffers and inverters	5193	4031	4.48
DFF	8395	8395	52.9
muxes	133	133	0.317
other	0	338	0
xor gates and xnor gates	7296	7296	14.3
adders and majority gates	9	9	0.0252
[per-layer routing]
metal  wire, um  GRT usage [%]  up-vias
li1           -              -   142000
met1     713000           47.2   171000
met2     890000           53.3    31800
met3     392000           28.1     8475
met4     225000           31.1      152
met5       3370           3.00        -
[sequential cells by signal (all words and copies together) (netlist names), 3 cells and up]
register and count:
Branchs 64, Jumps 64, Operand1_BR_phy 8, Operand2_BR_phy 8
PC_BR 32, PCs 2048, RS_BR_Phy 8, RS_BR_funct3 3
RS_BR_inst_num_output 32, Rds 512, funct3s 192, head 6
hits 64, immediate_BR 32, immediates 2048, inst_nums 2048
operand1s 512, operand2s 512, tail 6, takens 64
valid_entries1 64, valid_entries2 64
[cell usage after synthesis (all sizes together) (10+ instances only)]
cell type     n
a41oi        19
a21o         18
o41ai        19
and3        771
xor2       3634
mux2i       119
nand4       935
nor3        222
edfxtp     6848
buf        1668
a2bb2oi      11
nand2       348
nor4b       284
a211o        32
clkbuf     3455
inv          67
nor2       1331
a31oi      1061
dfxtp      1547
a21oi       355
a22o       1042
a22oi      3101
xnor2      3662
and2       6109
o31ai        32
o311ai       17
o21ai       110
nand3       297
a221oi     1019
nor4       1227
nor2b        10
nand4b      489
[layout make-up]
cell class	count	area share, %
inverter	70	0.139
clock inverter	485	0.953
clock buffer	1199	4.93
tap	14800	3.73
timing repair buffer	2277	3.76
multi-input combinational	26400	38.7
sequential	8395	47.6
antenna	338	0.170
[per-stage QoR]
stage / std cells / hold slack [ns] / setup slack [ns] / utilization (%)
after global placement: 52000 / 0.443 / 70.81 / 41.8
after global routing: 53800 / 0.466 / 71.78 / 44.5
after CTS: 53700 / 0.453 / 71.99 / 44.4
after detailed placement: 52000 / 0.447 / 70.82 / 41.8
after floorplan: 40000 / 0.436 / 73.12 / -
final: 54000 / 0.453 / 71.78 / 44.5
[worst reg2reg max path, cell delays in order (launching register included)]
cell      delay [ns]
dfxtp_4         0.64
buf_4           0.64
buf_4           0.49
mux2i_1         0.96
o32a_1          0.25
o221ai_1        0.14
buf_4           0.24
a222oi_1        0.50
o2111a_2        0.69
or3_4           0.71
buf_12          0.46
buf_4           0.92
buf_4           0.68
buf_4           0.61
a21oi_1         0.14
[worst max path at each step]
stage | startpoint | endpoint | slack [ns]
4_1_cts | Predict_Result | PCs[12][22] | 71.99
5_1_grt | Predict_Result | PCs[12][22] | 71.78
6_report | Predict_Result | PCs[12][22] | 71.78
[where the power goes]
| part | internal [W] | total (W) | switching (W) | leakage [nW] |
|---|---|---|---|---|
| clock | 0.00194 | 0.00348 | 0.00153 | 14.2 |
| sequential | 0.00394 | 0.00396 | 0.0000241 | 94.5 |
| combinational | 0.000127 | 0.000528 | 0.000401 | 78.9 |
No activity file was given, so power comes from the tool's default toggle rates.
